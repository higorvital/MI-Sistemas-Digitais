## design/flow/design.v

```verilog
module VGA_Controller(
    input clock_50MHz,
    output [3:0] VGA_R,
    output [3:0] VGA_G,
    output [3:0] VGA_B,
    output VGA_HS,
    output VGA_VS
);
    wire inDisplayArea;
    wire [9:0] CounterX;
    reg clock = 0;
    wire hsync;
    wire vsync;
    reg [1:0] contador = 0;
    reg [3:0] r;
    reg [3:0] g;
    reg [3:0] b;
    assign VGA_HS = hsync;
    assign VGA_VS = vsync;
    assign VGA_R = r;
    assign VGA_G = g;
    assign VGA_B = b;
    always @(posedge clock_50MHz) begin
          clock = ~clock;
    end
    hvsync_generator hvsync(
        .clk(clock),
        .vga_h_sync(hsync),
        .vga_v_sync(vsync),
        .CounterX(CounterX),
        .inDisplayArea(inDisplayArea)
    );
    always @(posedge clock)
    begin
        if (inDisplayArea) begin
            r <= 4'b0011;
            g <= 4'b0100;
            b <= 4'b1111;
        end else begin  
            r <= 4'b0000;
            g <= 4'b0000;
            b <= 4'b0000;
        end
    end
endmodule
module hvsync_generator(
    input clk,
    output vga_h_sync,
    output vga_v_sync,
    output reg inDisplayArea,
    output reg [9:0] CounterX,
    output reg [8:0] CounterY
  );
    reg vga_HS, vga_VS;
    wire CounterXmaxed = (CounterX == 800);  
    wire CounterYmaxed = (CounterY == 525);  
    always @(posedge clk)
    if (CounterXmaxed)
      CounterX <= 0;
    else
      CounterX <= CounterX + 1;
    always @(posedge clk)
    begin
      if (CounterXmaxed)
      begin
        if(CounterYmaxed)
          CounterY <= 0;
        else
          CounterY <= CounterY + 1;
      end
    end
    always @(posedge clk)
    begin
      vga_HS <= (CounterX > (640 + 16) && (CounterX < (640 + 16 + 96)));    
      vga_VS <= (CounterY > (480 + 10) && (CounterY < (480 + 10 + 2)));    
    end
    always @(posedge clk)
    begin
        inDisplayArea <= (CounterX < 640) && (CounterY < 480);
    end
    assign vga_h_sync = ~vga_HS;
    assign vga_v_sync = ~vga_VS;
endmodule
```

## design/flow/run.sh

```bash
#!/bin/bash
# OpenROAD 26Q1-2900-gdf79404cd8, Yosys 0.63+post, stock flow scripts
make -C /OpenROAD-flow-scripts/flow DESIGN_CONFIG=/design/flow/config.mk WORK_HOME=/design/flow/orfs finish
```

## design/flow/config.mk

```make
export PLATFORM = sky130hd
export DESIGN_NAME = VGA_Controller
export DESIGN_NICKNAME = VGA_Controller
export VERILOG_FILES = /design/flow/design.v
export SDC_FILE = /design/flow/constraint.sdc
export NUM_CORES = 4
export LEC_CHECK = 1
export CORE_AREA = 10 10 94 94
export DIE_AREA = 0 0 104 104
```

## design/flow/constraint.sdc

```tcl
current_design VGA_Controller

set clk_period 1.0
set clk_io_pct 0.2

create_clock -name clk0 -period $clk_period [get_ports {clock_50MHz}]

set non_clock_inputs [all_inputs -no_clocks]
set_input_delay [expr $clk_period * $clk_io_pct] -clock clk0 $non_clock_inputs
set_output_delay [expr $clk_period * $clk_io_pct] -clock clk0 [all_outputs]
```

==> impl.org <==
#+TITLE: Synthesis and PnR summary

** Setup path
- Crit-path leading delay family :: flip-flops
- In this run the register-to-register setup slack is 0.55 ns.
- Worst path cell trace :: inv_1
- STA lists the startpoint of the worst register-to-register path as clock.
- Number of cells on the worst reg-to-reg path :: 1
- The required time at the worst endpoint is listed as around 0.9 ns.
- The report shows a maximum critical-path fanout of 2.
- The worst setup path is launched from a flip-flop.
- Data arrives at the worst endpoint at 0.34 ns.
- The endpoint identified for the worst register-to-register timing path is clock.
- Slowest cell on the critical path :: sky130_fd_sc_hd__dfxtp_1
- The worst setup path is captured at a flip-flop.
- Max incr delay on CP :: 0.30 ns
- For reference, the most critical setup path is categorized as flip-flop to flip-flop.
- Together, buffers and inverters on the worst path number 1.

** Job
- Log Warnings :: 29
- The report counts max-capacitance violations totalling 0.

** Global route
- GRT Resource Usage Total :: 0.02589
- Antenna violations before repair :: 0
- Largest net degree at the start of global routing :: 24
- The via count of the first global-routing pass came to 578.
- The first global-routing pass estimated roughly 2600 um of wire.
- Overflow left after global routing :: 0

** Die
- Die extent in x :: 104 um
- I/O pin count :: 15
- Std-Cell Rows :: 30
- Floorplan die height :: between 100 and 150 um
- For this configuration, the core starts out at a cell density of 0.1632.
- The die covers 10820 um2.
- Area of the core :: 6832 um2

** Detailed routing
- Detailed routing inserted a total of 664 vias.
- For this run, the detailed router reports a per-instance via density of between 3 and 4.
- Dividing the detail-routed wire length by the instance count gives ~7.4 um.
- The first detailed-routing pass took 4 iterations.
- Once detail routing completed, the nets flagged for antenna violations numbered 0.
- In the routed netlist, the antenna diode instances number 0.
- First DRT Iteration DRCs :: 44
- In the post-route report, total wirelength is listed as 1513 um.
- Per the detail_route report, DRC violations left total 0.

** Synth
- During synthesis, Yosys emitted a total of 2 warnings.
- Post-synth design cell area :: around 1100 um2
- Largest area contributor in the synthesized netlist :: sky130_fd_sc_hd__dfxtp_1
- In this run, distinct cell masters in the synthesized netlist total 30.
- For this run, the chip area from Yosys synthesis comes to 1115 um2.
- Yosys stat counts 105 cells in the synthesized netlist.
- For reference, the post-synthesis area per instance comes to roughly 11 um2.
- Of the post-synthesis cell area, the dominant cell type holds 0.2694.
- Per the synth stats, the proportion of register bits with asynchronous set or reset is 0.
- Synth Instances :: 105
- In the synthesized netlist the dominant register cell turns out to be sky130_fd_sc_hd__dfxtp_1.
- Flops & latches, synth :: 24
- By area the synthesized netlist is led by sky130_fd_sc_hd__dfxtp_1 (27%), sky130_fd_sc_hd__edfxtp_1 (24%), sky130_fd_sc_hd__buf_4 (7.4%).
- Post-synthesis sequential area ratio :: 0.5118
- Counting flops with a built-in enable in the synthesized netlist gives 9.

** STA
- Summed negative setup slack over all endpoints :: 0 ns
- The last timing report of the flow puts the setup violation total at 0.
- The flow reports an fmax of 2224 MHz.
- The final timing report derives a shortest allowable period of 0.4497 ns.
- Across all hold checks on the routed design, the worst slack comes to 0.3609 ns.
- Count of unclocked register or latch pins :: 23
- Period utilization :: 0.4497
- Worst clock skew on the final layout :: 0 ns
- Endpoints left unconstrained :: slightly above 40
- In the final report, the number of pins over their slew limit comes to 0.
- RSZ-0062 raised after global routing :: no
- For reference, the final report shows the hold violation count at 0.

** Layout
- With fillers left out, the area of the finished cells amounts to ~1300 um2.
- Final-layout fill cell count :: 761
- Of the cells placed in the final design, the portion with a size suffix greater than 1 is 0.07407.
- Area growth from synthesis to layout :: 13.81%
- Layout Cells excl Fill :: 204
- Summing all multi-input logic gate instances after layout gives about 440 um2.
- Summing all flip-flop and latch instances after layout gives 570.5 um2.

** Clock network
- Buffers inserted to repair hold after CTS numbered 0.
- As reported, the later end of the worst-skew pair has a clock insertion delay of 0 ns.
- Number of gates given a new drive strength after cts :: 0
- Clock-pin slew was measured on the worst setup and hold paths at 0 ns.
- Setup fix buffers added after clock tree synthesis :: 0

** Placement
- Routability-driven placement congestion ratio :: between 0.7 and 0.8
- Detailed placement finished with a half-perimeter wire length of 1169 um.
- Port Buffers :: 9
- Post-Place Cells :: 204
- The post-placement cell area is 1269 um2.

** Run status
- Outcome :: completed

** Worst hold path
- Looking at hold timing, the worst path starts from clock.
- The type recorded for the worst min-delay path is flip-flop to flip-flop.
- The number of cells on the worst hold path is listed as 1.
- WHS Endpoint :: clock

** Power and ir drop
- For this design the total switching power over the nets is 0.0009673 mW.
- Switching power as a fraction of the total was reported as 0.02321.
- Peak VDD IR :: 0.1266 mV
- Power density of the placed cells :: 32.85 nW/um2
- Overall power consumption after layout is estimated at roughly 0.042 mW.
- The internal power of the cells totals 0.04071 mW.
- Power share of the clock group :: 0
- The power report attributes to the combinational group a share of 0.023.
- Part of the total power dissipated in sequential elements :: 0.977
- Per the OpenROAD power report, leakage power amounts to roughly 0.44 nW.
[kinds of logic (layout without fill, tap and decap cells)]
group / count (synthesis) / in the layout / synth area share
other: 1 / 5 / 0.003364
XOR/XNOR: 12 / 12 / 0.09428
AND-OR/OR-AND: 9 / 9 / 0.05163
adder cells (fa/ha/maj): 3 / 3 / 0.03367
AND/OR/NAND/NOR: 36 / 36 / 0.2009
buffers and inverters: 20 / 19 / 0.1044
flip-flops: 24 / 24 / 0.5118
[per-stage QoR]
stage	util	setup slack (ns)
2_1_floorplan	-	0.2480
3_5_place_dp	0.1857	0.5494
3_3_place_gp	0.1857	0.5472
4_1_cts	0.1857	0.5490
5_1_grt	0.1857	0.5279
6_report	0.1857	0.5503
[state kept, by name, summed over array words and instances, names as in the netlist]
signal,count
hvsync.CounterX,10
hvsync.CounterY,9
clock,1
hvsync.inDisplayArea,1
hvsync.vga_HS,1
hvsync.vga_VS,1
r,1
[area by class of cell]
type,count,area share
repair buffers,11,0.08284
well taps,96,0.09467
flip-flops and latches,24,0.4497
inverters,8,0.02367
multi-input cells,65,0.3491
[cell usage in the layout (no fill, tap or decap), types with 4 or more instances in the layout]
cell                              netlist  routed
sky130_fd_sc_hd__dfxtp_1               15      15
sky130_fd_sc_hd__edfxtp_1               9       9
sky130_fd_sc_hd__clkdlybuf4s50_1        0       9
sky130_fd_sc_hd__inv_1                  8       8
sky130_fd_sc_hd__nand3_1                7       7
sky130_fd_sc_hd__nor2_1                 7       7
sky130_fd_sc_hd__xnor2_1                6       6
sky130_fd_sc_hd__xor2_1                 6       6
sky130_fd_sc_hd__nand2_1                5       5
sky130_fd_sc_hd__conb_1                 1       5
sky130_fd_sc_hd__nand4_1                4       4
[cell usage after synthesis (2+ instances only)]
library cell               number
sky130_fd_sc_hd__dfxtp_1       15
sky130_fd_sc_hd__buf_4         11
sky130_fd_sc_hd__edfxtp_1       9
sky130_fd_sc_hd__inv_1          8
sky130_fd_sc_hd__nand3_1        7
sky130_fd_sc_hd__nor2_1         7
sky130_fd_sc_hd__xnor2_1        6
sky130_fd_sc_hd__xor2_1         6
sky130_fd_sc_hd__nand2_1        5
sky130_fd_sc_hd__nand4_1        4
sky130_fd_sc_hd__ha_1           3
sky130_fd_sc_hd__nor3_1         3
sky130_fd_sc_hd__o21ai_0        3
sky130_fd_sc_hd__a21oi_1        2
[layer usage]
layer | vias to the layer above | wire length (um) | GRT usage | part of all wire
met2 | 12 | 583 | 0.03559 | 0.39
met5 | - | 0 | 0 | 0
met1 | 303 | 871 | 0.04385 | 0.58
met4 | 0 | 0 | 0 | 0
li1 | 349 | - | - | -
met3 | 0 | 58 | 0.003133 | 0.038
[how the worst max path moves through the flow]
stage	slack, ns	cells past startpoint	startpoint	to
6_report	0.55	1	clock	clock
5_1_grt	0.53	1	clock	clock
4_1_cts	0.55	1	clock	clock
[power groups by stage]
stage	clock (mW)	combinational [mW]	sequential (mW)
4_1_cts	0	0.00169	0.0407
5_1_grt	0	0.00216	0.0407
6_report	0	0.000968	0.0407
No activity file was given, so power comes from the tool's default toggle rates.
